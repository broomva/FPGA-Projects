===== flow/design.v =====
`timescale 1ns / 1ps
module Acumulador( unidades1, decenas1, unidades2, decenas2, count1, count2, clk2);
input count1; 
input count2; 
input clk2;
output reg [3:0] unidades2=0;
output reg [3:0] decenas2=0;
output reg [3:0] unidades1=0;
output reg [3:0] decenas1=0;
always @(posedge clk2) begin
	if ((count1==1)&&(unidades1<9)) unidades1=unidades1+1;
		else if ((count1==1)&&(decenas1==9)&&(unidades1==9)) begin
	decenas1 = 9;
	unidades1= 9;
		end
	else if((count1==1)&&(unidades1==9)) begin  
		decenas1=decenas1+1; 
		unidades1=0; 
	end
	if ((count2==1)&&(unidades2<9)) unidades2=unidades2+1;
		else if ((count2==1)&&(decenas2==9)&&(unidades2==9)) begin
	decenas2 = 9;
	unidades2= 9;
		end
	else if((count2==1)&&(unidades2==9)) begin  
		decenas2=decenas2+1; 
		unidades2=0; 
	end
	end
endmodule

===== flow/run.sh =====
#!/bin/bash
# OpenROAD 26Q1-2900-gdf79404cd8, Yosys 0.63+post, stock flow scripts
make -C /OpenROAD-flow-scripts/flow DESIGN_CONFIG=/design/flow/config.mk WORK_HOME=/design/flow/orfs finish

===== flow/config.mk =====
export PLATFORM = sky130hd
export DESIGN_NAME = Acumulador
export DESIGN_NICKNAME = Acumulador
export VERILOG_FILES = /design/flow/design.v
export SDC_FILE = /design/flow/constraint.sdc
export NUM_CORES = 4
export LEC_CHECK = 1
export CORE_AREA = 10 10 86 86
export DIE_AREA = 0 0 96 96

===== flow/constraint.sdc =====
current_design Acumulador

set clk_period 2.2
set clk_io_pct 0.2

create_clock -name clk0 -period $clk_period [get_ports {clk2}]

set non_clock_inputs [all_inputs -no_clocks]
set_input_delay [expr $clk_period * $clk_io_pct] -clock clk0 $non_clock_inputs
set_output_delay [expr $clk_period * $clk_io_pct] -clock clk0 [all_outputs]

==> impl_metrics.toml <==
# generated from flow reports
[route]
antenna_cells = 0
drc = 0
wirelength_mm = 1.83
drt_iter0_drc = 38
wl_met1_um = 926
vias = 618
ant_nets = 0
dr.pass1.iters = 4
highest_layer = "met4"
via_per_inst = 3.59
wl_per_cell_um = 10.6
met3WireLength_um = 172
met2_length_um = 712

[timing]
setup_viol = 0
tns_ps = 0
final.setup_skew_ps = 0.525
clock.fmax_ghz = 0.585
finalHoldViolations = 0
period_needed_ps = 1710
slew_viol_final = 0
max-slew-margin-rel = 0.688
rsz0062_at_grt = "false"
fin_crit_sh = 0.778
setup_slack_ps = 489
worstMarginPinSlew_ps = 467

[pwr]
ir_drop_mv = 0.125
power_density_nw_per_um2 = 533
p_leak_nw = 0.473

[die]
die_h_um = 96
chip_area_um2 = 9220
ioPinCount = 19
rows = 27
die_w_um = 96
core_um2 = 5540
fp_util = 0.167

[synthesis]
synth_top_cell_by_area = "edfxtp_1"
ys_cells = 79
ys_ff = 16
topCellsByArea = "edfxtp_1, ha_1, mux2i_1"
syn_inst = 79
yosysSeqAreaShare = 0.518
edf_count = 16
synth-main-ff-cell = "edfxtp_1"
synthArstFlopShare = 0
top_area_frac = 0.518
ys_warn_count = 1
postSynthAreaPerCell_um2 = 11.7
syn-cell-area_um2 = 927
synth_cell_type_count = 24
synth_chip_area_um2 = 927

[clock_tree]
htreeDepth = 1
clock_path_buffers = 2
insertion_delay_ps = 240
cts_made_buffers = 3
cts-root-buf = "clkbuf_8"
cts.repair.resized = 0
path_clk_slew_ps = 60
post_cts_buffers = 0
postCtsHoldBufs = 0
cts_sinks = 16
cts_tree = "yes"

[placement]
place_hpwl_mm = 1.45
dp_slack_ps = 314
place_congestion = 0.755
io_buffers = 18

[setup_path]
slowest_stage = "edfxtp_1"
crit_path_start_kind = "register"
cp_max_fo = 7
critPathMaxStageDelay_ps = 470
cp_data_arrival_time_ps = 1600
required_ps = 2090
path_cells = "inv_1 > ha_1 > o21ai_0 > a21oi_1"
setup.worst_path.end_class = "register"
worstSetupPathType = "register to register"

[global_route]
grt_pass1_wl_mm = 3.01
antenna_found_initial = 0
grt_max_degree = 9
grt_pass1_vias = 601
grt-ovfl-total = 0
grtUsageTotal = 0.0399

[worst_hold_path]
min_path_type = "register to register"

[status]
status = "finished clean"

[layout]
syn2layout_area_growth_pct = 33.6
utilization = 0.224
drive_above_1_share = 0.0400

[run]
max_cap_violations = 0
tool_warnings = 31
-- where the power goes --
group          internal [mW]  switching, mW  total [mW]
sequential             0.351         0.0171       0.368
clock                  0.121         0.0933       0.214
combinational         0.0460         0.0321      0.0781
-- per-stage QoR --
| step | hold WS (ps) | power, mW | std cells | area (um^2) |
|---|---|---|---|---|
| 2_1_floorplan | 550 | 0.411 | 79 | 927 |
| 6_report | 615 | 0.661 | 172 | 1240 |
| 4_1_cts | 625 | 0.672 | 172 | 1240 |
| 3_5_place_dp | 608 | 0.453 | 169 | 1200 |
| 5_1_grt | 655 | 0.694 | 172 | 1240 |
| 3_3_place_gp | 605 | 0.454 | 169 | 1200 |
-- flip-flops by register name (all words and copies together) (netlist names) --
signal,flops
unidades2,4
unidades1,4
decenas2,4
decenas1,4
-- worst paths after layout --
kind	slack, ps	end	depth (start not counted)	from
worst max-delay path	490	unidades2[1]	4	unidades2[0]
worst max register to register	490	unidades2[1]	4	unidades2[0]
worst min-delay path	620	decenas1[3]	1	decenas1[3]
worst min register to register	620	decenas1[3]	1	decenas1[3]
-- synth_stat cells (all sizes together) (3+ instances only) --
cell     n
edfxtp  16
ha      10
inv      9
mux2i    4
nand2    4
nor2     4
o21ai    4
a31oi    3
and2     3
nor2b    3
-- per-layer routing --
layer / up-vias / global-route usage
met1: 280 / 0.0584
met3: 2 / 0.0165
met4: 0 / 0.00737
met5: - / 0
li1: 323 / -
met2: 13 / 0.0544
-- final cells by class --
type | instances | area [um^2]
Fill cell | 615 | 4300
Sequential cell | 16 | 480
Multi-Input combinational cell | 54 | 413
Timing Repair Buffer | 18 | 180
Tap cell | 72 | 90.1
Clock buffer | 3 | 41.3
Inverter | 9 | 33.8
-- worst max-delay path, delay by kind of cell (launching register included) --
family	cells	cell delay [ps]
AOI/OAI and AO/OA	2	520
adders and majority gates	1	280
buffers and inverters	1	90
DFF	1	470
-- cell families after synthesis --
kind of cell	after synthesis	share of synthesized area
fa+ha+maj	10	0.135
simple gates	25	0.162
compound gates	12	0.0769
buf+inv	9	0.0364
xor+xnor	3	0.0283
flops	16	0.518
mux	4	0.0432
-- cell usage in the layout (no fill, tap or decap), drive strengths merged, types with 3 or more instances in the layout --
cell           count
edfxtp            16
o21ai              4
ha                10
mux2i              4
and2               3
a31oi              3
clkdlybuf4s50     18
inv                9
nor2               4
clkbuf             3
nor2b              3
nand2              4
Power is estimated from default activity; no workload was simulated.
