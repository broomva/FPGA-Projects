==> /design/flow/design.v <==
module colldetect
(
	input               clk,
	input       [10:0]  left_paddle_pos,
	input       [10:0]  right_paddle_pos,
	input               ball_dir,
	input       [10:0]  ball_h,
	input       [10:0]  ball_v,
	input        [3:0]  ball_speed,
	output reg   [6:0]  seg,
	output reg   [3:0]  an,
	output reg          coll_paddle,
	output reg          coll_wall
);
initial coll_wall = 1'b0;
reg  [15:0]  counter;
reg          update_lcd;
reg  [3:0]   digit;
reg  [3:0]   player1_0;
reg  [3:0]   player1_1;
reg  [3:0]   player2_0;
reg  [3:0]   player2_1;
reg  [1:0]   cnt;
initial begin
	cnt = 2'b00;
	counter = 16'd0;
	update_lcd = 1'b0;
	update_lcd = 1'b0;
	player1_0 = 4'd0;
	player1_1 = 4'd0;
	player2_0 = 4'd0;
	player2_1 = 4'd0;
end
always @(posedge clk) begin
	if (ball_dir == 1'b1) begin
		if ((ball_h - ball_speed) <= 11'd30)
			coll_wall <= 1'b1;
		else begin
			coll_wall <= 1'b0;
			if ((ball_h - ball_speed) <= ((11'd30 + 11'd10) + 11'd10) &&
			    !(ball_v > (left_paddle_pos + 11'd60) ||
			     (ball_v + 11'd10) < left_paddle_pos))
				coll_paddle <= 1'b1;
			else
				coll_paddle <= 1'b0;
		end
	end else begin
		if ((ball_h + 11'd10 + ball_speed) >= 11'd610)
			coll_wall <= 1'b1;
		else begin
			coll_wall <= 1'b0;
			if ((ball_h + 11'd10 + ball_speed) >= (11'd610 - 11'd10 - 11'd10) &&
			    !(ball_v > (right_paddle_pos + 11'd60) ||
			     (ball_v + 11'd10) < right_paddle_pos))
				coll_paddle <= 1'b1;
			else
				coll_paddle <= 1'b0;
		end
	end
	counter <= counter + 16'd1;
	if (counter == 16'd50000) begin
		counter <= 16'd0;
		update_lcd <= 1'b1;
	end else
		update_lcd <= 1'b0;
end
always @(posedge update_lcd) begin
	case (cnt)
		2'b00:    digit <= player1_0;
		2'b01:    digit <= player2_1;
		2'b10:    digit <= player2_0;
		default:  digit <= player1_1;
	endcase
	case (digit)
		4'd0:    seg <= 7'b1000000;
		4'd1:    seg <= 7'b1111001;
		4'd2:    seg <= 7'b0100100;
		4'd3:    seg <= 7'b0110000;
		4'd4:    seg <= 7'b0011001;
		4'd5:    seg <= 7'b0010010;
		4'd6:    seg <= 7'b0000010;
		4'd7:    seg <= 7'b1111000;
		4'd8:    seg <= 7'b0000000;
		4'd9:    seg <= 7'b0010000;
		default: seg <= 7'b0001110;
	endcase
	case (cnt)
		2'b00:   an <= 4'b0111;
		2'b01:   an <= 4'b1011;
		2'b10:   an <= 4'b1101;
		default: an <= 4'b1110;
	endcase
	cnt <= cnt + 2'd1;
end
always @(posedge coll_wall) begin
	if (ball_dir == 1'b1) begin
		if (player1_0 == 4'd9) begin
			if (player1_1 == 4'd9)
				player1_1 <= 4'd0;
			else
				player1_1 <= player1_1 + 4'd1;
			player1_0 <= 4'd0;
		end else
			player1_0 <= player1_0 + 4'd1;
	end else begin
		if (player2_0 == 4'd9) begin
			if (player2_1 == 4'd9)
				player2_1 <= 4'd0;
			else
				player2_1 <= player2_1 + 4'd1;
			player2_0 <= 4'd0;
		end else
			player2_0 <= player2_0 + 4'd1;
	end
end
endmodule
==> /design/flow/run.sh <==
#!/bin/bash
# OpenROAD 26Q1-2900-gdf79404cd8, Yosys 0.63+post, stock flow scripts
make -C /OpenROAD-flow-scripts/flow DESIGN_CONFIG=/design/flow/config.mk WORK_HOME=/design/flow/orfs finish
==> /design/flow/config.mk <==
export PLATFORM = sky130hd
export DESIGN_NAME = colldetect
export DESIGN_NICKNAME = colldetect
export VERILOG_FILES = /design/flow/design.v
export SDC_FILE = /design/flow/constraint.sdc
export NUM_CORES = 4
export LEC_CHECK = 1
export CORE_UTILIZATION = 30
==> /design/flow/constraint.sdc <==
current_design colldetect

set clk_period 5.3
set clk_io_pct 0.2

create_clock -name clk0 -period $clk_period [get_ports {clk}]

set non_clock_inputs [all_inputs -no_clocks]
set_input_delay [expr $clk_period * $clk_io_pct] -clock clk0 $non_clock_inputs
set_output_delay [expr $clk_period * $clk_io_pct] -clock clk0 [all_outputs]
==> commit_impl_results.txt <==
Log flow metrics for this revision

- Based on the critical path, the design can be clocked at up to 0.266 GHz.
- The routed layout reports a DRC error count of 0.
- In this run, synthesis produced a sequential element count of ~52.
* Critical-path top delay cell: sky130_fd_sc_hd__clkdlybuf4s50_1
- The first routing iteration left 142 violations.
* OpenROAD warnings: 43
- Final design instance area without fill: ~5200 sq um
- In the synthesized netlist the dominant register cell turns out to be sky130_fd_sc_hd__dfxtp_1.
* Clock latency reported for the late side of the worst-skew pair: 250 ps
- Looking at the worst setup and hold paths, the clock pins of their registers show a slew of 60 ps.
* Final number of hold-violating endpoints: 0
* Post-synthesis sequential area ratio: roughly 28%
- Required time worst endpoint: about 5300 ps
- Summed over all failing endpoints, the final setup total negative slack is 0 ps.
- Post-DP HPWL: about 7.3 mm
- In this run the tool buffered the top-level ports with between 60 and 70 buffer cells.
- Along the worst path, the maximum fanout reaches 4.
- The area growth from synthesis to layout is 21.1%.
- The analysis attributes to cell leakage a power of about 2.2 nW.
- Critical path type: in2reg
- The cell family contributing the most delay on the critical path is AND-OR/OR-AND gates.
* Initial standard-cell utilization of the core: between 30% and 40%
* Endpoints left unconstrained: 60
* Num rows: approximately 43
* Number of I/O pins: between 60 and 70
- STA classifies the critical path startpoint as an input pin.
- Hold analysis shows the worst path with a depth of 1.
- IR analysis of the VDD net gives a maximum drop of 0.0847 mV.
* Final Max Slew Viols: 0
* Final count of negative-setup-slack endpoints: 0
* FFs w/ async S/R, synth: 0%
- In this run the vertical extent of the chip is 122 microns.
- Crit path buffers/inverters: 4
- Die ar.: around 15000 sq um
- The number of cells reported by Yosys stat comes to slightly below 500.
- Per the OpenROAD timing report, the critical path contains 13 cells.
* Via count of the routed design: 3487
* Worst Tran Pin Value: between 600 and 700 ps
- Avg Vias per Cell: approximately 4.8
* Horizontal die size: 122 microns
* Wire length of the first global-routing pass: about 15 mm
* Post-Syn Area per Cell: ~8.9 sq um
- After detailed placement, the total cell area comes to 5110 sq um.
* Layout cells sized above 1: approximately 2.2%
* Area reported by Yosys stat: 4290 sq um
* Clock tree from TritonCTS: yes
* Top cell excl fill/tap: sky130_fd_sc_hd__ha_1
- Dividing the detail-routed wire length by the instance count gives approximately 12 microns.
- The path class of the tightest hold or removal check is reg2reg.
- Post-Route Skew: 3.13 ps
* Syn. warnings: 1
* Post-Synthesis Cell Area: between 4000 and 5000 sq um
- Maximum number of pins on one net before global-route repair: 18
* Clock root cell: sky130_fd_sc_hd__clkbuf_16
* Number of detailed-route iterations in the first pass: 4
* Crit end category: flip-flop
* Largest buffer count on any clock path: 2
- The number of gates resized after CTS was 0.
- Count of unclocked register or latch pins: 33
- The flow ran to the end, and the final reports show no timing, DRC or antenna violations.
* Crit-path max cell delay: ~480 ps
* Number of synthesized flops with an enable pin: 17
- The routed design has approximately 8.5 mm of wire.
- Synthesized instance count: 482
* Post-route fraction of the period consumed by the critical path: just over 70%
* Global placer's final weighted congestion: around 0.89
- Number of antenna repair diodes: 0
* Remaining global-route overflow: 0
* Number of library cell types mapped by synthesis: 60
* Number of buffers inserted during clock tree synthesis: 3
- Number of global-route vias before repair: between 3000 and 4000
- For this design, the CTS-stage hold fixing added 0 buffers.
- Data arrives at the worst endpoint at approximately 3700 ps.
- Most frequent cell on the critical path: sky130_fd_sc_hd__inv_1
* Logic cell area: ~2800 sq um
* Utilization of the core after routing: between 30% and 40%
- Registers take around 1200 sq um.
* Minimum clock period: around 3800 ps
- Core footprint: about 14000 sq um
* Worst reg2reg path depth: 3
- Max-capacitance violation count: 0
- Cell-by-cell listing of the critical path: clkdlybuf4s50_1 > inv_1 > ha_1 > inv_1 > ha_1 > inv_1 > fa_1 > nand2b_1 > a21oi_1 > o2111ai_1 > a211oi_2 > o31ai_1 > a32oi_1
- Once detail routing completed, the nets flagged for antenna violations numbered 0.
* H-tree level count: 1
- Rel. slew slack: roughly 59%
* Total setup buffers inserted after CTS: 0
* Most common logic cells in the final layout: sky130_fd_sc_hd__ha_1 (76), sky130_fd_sc_hd__clkdlybuf4s50_1 (62), sky130_fd_sc_hd__inv_1 (61), sky130_fd_sc_hd__nor2_1 (43)
- Unrepaired setup endpoints after global routing: false
- Overall routing resource usage recorded by global route was 12.3%.
* Antenna violations before repair: 0
- The filler cells instantiated in the layout total approximately 1400.
* Cell Pwr Density: between 100 and 150 nW/um^2
## worst register-to-register path: stages, from the launching register on
cell                      delay [ps]
sky130_fd_sc_hd__dfxtp_1         330
sky130_fd_sc_hd__or4b_4          550
sky130_fd_sc_hd__nor4_4          570
sky130_fd_sc_hd__nor2_1          100
## worst paths after layout
| check | from | end | slack, ps |
|---|---|---|---|
| worst max-delay path | ball_h[1] | coll_paddle$_DFFE_PP_ | 1540 |
| worst min register to register | counter[10]$_SDFF_PP0_ | counter[10]$_SDFF_PP0_ | 490 |
| worst min-delay path | counter[10]$_SDFF_PP0_ | counter[10]$_SDFF_PP0_ | 490 |
| worst max register to register | counter[10]$_SDFF_PP0_ | counter[8]$_SDFF_PP0_ | 3620 |
## report_power, final
group          total, mW  internal (mW)  switching, mW
sequential         0.171          0.163        0.00722
clock              0.155          0.101         0.0541
combinational      0.248          0.124          0.124
total              0.574          0.389          0.186
## metrics by stage
stage | hold WS (ps) | setup WS (ps) | total power, mW | std cells
floorplan | 445 | 1960 | 0.333 | 482
global placement | 483 | 1320 | 0.419 | 720
detailed placement | 484 | 1260 | 0.422 | 720
CTS | 492 | 1530 | 0.582 | 724
global route | 511 | 1310 | 0.625 | 724
finish | 488 | 1540 | 0.574 | 724
## per-layer routing
metal  vias up  routed length (microns)  GRT usage (%)
li1       1833                        -              -
met1      1574                     4350           18.6
met2        70                     3710           20.2
met3        10                      314           1.34
met4         0                       88           1.08
met5         -                        0              0
## kinds of logic after synthesis
| family | count (synthesis) | share of synthesized area, % |
|---|---|---|
| AOI/OAI and AO/OA | 92 | 14.7 |
| xor gates and xnor gates | 47 | 9.60 |
| adders and majority gates | 78 | 23.1 |
| buffers and inverters | 66 | 5.93 |
| DFF | 52 | 28.3 |
| muxes | 6 | 1.52 |
| and+or+nand+nor | 141 | 16.8 |
## state kept, by name, summed over array words and instances (netlist names)
name,count
player1_1,4
digit,4
player2_1,4
update_lcd,1
coll_paddle,1
player2_0,4
seg,7
cnt,2
player1_0,4
an,4
coll_wall,1
counter,16
## area by class of cell
type / count / share of cell area [%]
Tap cell: 180 / 4.34
Clock buffer: 3 / 1.45
Clock inverter: 1 / 0.0964
Multi-Input combinational cell: 364 / 54.4
Sequential cell: 52 / 23.3
Inverter: 62 / 4.48
Timing Repair Buffer: 62 / 12.0
## Yosys cell counts (2+ instances only)
library cell,number,area share (%)
sky130_fd_sc_hd__ha_1,76,22
sky130_fd_sc_hd__inv_1,61,5.3
sky130_fd_sc_hd__nor2_1,43,3.8
sky130_fd_sc_hd__dfxtp_1,35,16
sky130_fd_sc_hd__xnor2_1,35,7.2
sky130_fd_sc_hd__nand2_1,23,2.0
sky130_fd_sc_hd__o21ai_0,22,2.6
sky130_fd_sc_hd__nand3_1,18,2.1
sky130_fd_sc_hd__edfxtp_1,17,12
sky130_fd_sc_hd__a21oi_1,16,1.9
sky130_fd_sc_hd__nor3_1,14,1.6
sky130_fd_sc_hd__xor2_1,12,2.5
sky130_fd_sc_hd__and3_1,7,1.0
sky130_fd_sc_hd__nand2b_1,7,1.0
sky130_fd_sc_hd__nand4_1,7,1.0
sky130_fd_sc_hd__a211oi_1,5,0.88
sky130_fd_sc_hd__a21o_1,5,0.88
sky130_fd_sc_hd__a31oi_1,5,0.73
sky130_fd_sc_hd__mux2i_1,5,1.2
sky130_fd_sc_hd__nand3b_1,5,0.88
sky130_fd_sc_hd__a222oi_1,4,0.93
sky130_fd_sc_hd__o21a_1,4,0.70
sky130_fd_sc_hd__a2111oi_0,3,0.61
sky130_fd_sc_hd__nor2b_1,3,0.44
sky130_fd_sc_hd__o2111ai_1,3,0.61
sky130_fd_sc_hd__o22ai_1,3,0.44
sky130_fd_sc_hd__o31ai_1,3,0.53
sky130_fd_sc_hd__a32o_1,2,0.47
sky130_fd_sc_hd__buf_2,2,0.23
sky130_fd_sc_hd__fa_1,2,0.93
sky130_fd_sc_hd__nand4b_1,2,0.41
sky130_fd_sc_hd__nor3b_1,2,0.35
sky130_fd_sc_hd__nor4_1,2,0.29
sky130_fd_sc_hd__o211ai_1,2,0.35
sky130_fd_sc_hd__o21bai_1,2,0.35
Power figures rest on the tool's default switching activity, not on a simulated workload.
