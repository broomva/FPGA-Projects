[/design/flow/run.sh]
#!/bin/bash
# OpenROAD 26Q1-2900-gdf79404cd8, Yosys 0.63+post, stock flow scripts
make -C /OpenROAD-flow-scripts/flow DESIGN_CONFIG=/design/flow/config.mk WORK_HOME=/design/flow/orfs finish
[/design/flow/design.v]
`timescale 1ns / 1ps
module Muestreo(
	input wire rclk,
	input wire[3:0] address,
	input wire[23:0] regQ0, regQ1, regQ2, regQ3, regQ4,
		regQ5, regQ6, regQ7, regQ8, regQ9, regQ10,
		regQ11, regQ12, regQ13, regQ14, regQ15,
	output reg[23:0] data_out);
	always @(posedge rclk) begin
		case (address[3:0])
			4'b0000: data_out = regQ0;
			4'b0001: data_out = regQ1;
			4'b0010: data_out = regQ2;
			4'b0011: data_out = regQ3;
			4'b0100: data_out = regQ4;
			4'b0101: data_out = regQ5;
			4'b0110: data_out = regQ6;
			4'b0111: data_out = regQ7;
			4'b1000: data_out = regQ8;
			4'b1001: data_out = regQ9;
			4'b1010: data_out = regQ10;
			4'b1011: data_out = regQ11;
			4'b1100: data_out = regQ12;
			4'b1101: data_out = regQ13;
			4'b1110: data_out = regQ14;
			4'b1111: data_out = regQ15;
		endcase
	end
endmodule
[/design/flow/config.mk]
export PLATFORM = sky130hd
export DESIGN_NAME = Muestreo
export DESIGN_NICKNAME = Muestreo
export VERILOG_FILES = /design/flow/design.v
export SDC_FILE = /design/flow/constraint.sdc
export NUM_CORES = 4
export LEC_CHECK = 1
export CORE_AREA = 10 10 167 167
export DIE_AREA = 0 0 177 177
[/design/flow/constraint.sdc]
current_design Muestreo

set clk_period 6.8
set clk_io_pct 0.2

create_clock -name clk0 -period $clk_period [get_ports {rclk}]

set non_clock_inputs [all_inputs -no_clocks]
set_input_delay [expr $clk_period * $clk_io_pct] -clock clk0 $non_clock_inputs
set_output_delay [expr $clk_period * $clk_io_pct] -clock clk0 [all_outputs]
==> flow_metrics.py <==
# Physical implementation metrics
metrics = {
    "global_routing": {
        "grt_overflow": 0,
        "track_usage": 0.198,
        "antenna_found_initial": 8,
        "grt_max_degree": 50,
        "first_global_vias": 6236,
        "grt_pass1_wl_mm": 44.7,
    },
    "clock_tree": {
        "clk_pin_slew_ns": 0.07,
        "cts.htree.levels": 1,
        "cts_made_buffers": 3,
        "cts_repair_resize_count": 0,
        "cts_tree": "built",
        "root_buffer": "clkbuf_16",
        "ctsHoldBuffers": 0,
        "clockBufferDepth": 2,
        "clock_sinks": 24,
        "cts_setup_buffers": 0,
    },
    "routing": {
        "routedWlPerCell_microns": 27.5,
        "drc_errors": 0,
        "maxUsedRoutingLayer": "met5",
        "wl_met2_mm": 16.2,
        "drtAntennaViolNets": 0,
        "drt-initial-drc-count": 416,
        "vias": 5945,
        "dr.pass1.iters": 5,
        "via_per_inst": 4.95,
        "met3_wirelength_mm": 2.83,
        "drt-met1-wl_mm": 13.6,
        "drt-total-wl_mm": 33.1,
    },
    "logic_synthesis": {
        "synth_area_sq_um": 3610,
        "synth_seq_share": 0.133,
        "syn_avg_cell_area_sq_um": 7.16,
        "synth.yosys.warnings": 1,
        "netlist_instances": 504,
        "area_leaders": "a22oi_1 (20%), dfxtp_1 (13%), o22ai_1 (9.4%), mux2i_1 (6.1%), a22o_1 (5.1%)",
        "yosys_cells": 504,
        "yosysTopAreaCell": "a22oi_1",
        "synth_flops": 24,
        "top_area_frac": 0.200,
        "synth_chip_area_sq_um": 3610,
        "ys_types": 40,
    },
    "pwr": {
        "p_seq_frac": 0.207,
        "switching_share": 0.311,
        "p_comb_frac": 0.608,
        "p_sw_uw": 254,
        "pwr-share-clk": 0.185,
        "ir_drop_mv": 0.0895,
        "pwr_density_cell_nw_per_um2": 102,
        "p_int_uw": 564,
        "leakagePower_nw": 2.86,
    },
    "critical_path": {
        "cp_cell_sequence": "clkdlybuf4s50_1 > buf_4 > and2b_1 > nand2_1 > o22ai_1 > nor3_1 > a21oi_1",
        "crit_arrival_ns": 4.07,
        "crit_slowest_cell": "nor3_1",
        "slowest_delay_ns": 0.67,
        "crit_required_ns": 6.93,
        "cp_max_fo": 37,
        "crit_type": "in -> reg",
        "cp-start-kind": "input pin",
        "cp-end-kind": "flip-flop",
    },
    "floorplan": {
        "ioPinCount": 413,
        "core_region_area_sq_um": 24300,
        "core_util_floorplan": 0.148,
        "die_h_microns": 177,
        "die_width_microns": 177,
        "std_cell_rows": 57,
        "die_area_sq_um": 31300,
    },
    "cells_and_area": {
        "fin_util": 0.331,
        "drive_above_1_share": 0.0537,
        "fillers": 2559,
        "lay_top_count": "clkdlybuf4s50_1",
        "largest_reg_flops": 24,
        "mostFrequentLayoutCells": "clkdlybuf4s50_1 (409), a22oi_1 (96), o22ai_1 (54)",
        "fin_area_sq_um": 8040,
        "areaGrowthSynthToFinish_pct": 123,
    },
    "final_timing": {
        "drv_slew": 0,
        "relSlewSlack": 0.432,
        "fin_crit_sh": 0.580,
        "hold_violations": 0,
        "tns_ns": 0,
        "whs_ns": 1.67,
        "tightest_slew_ns": 0.850,
        "final-setup-viol-count": 0,
        "fin_ws_ns": 2.86,
        "max_freq_mhz": 254,
        "grt_setup_unrepaired": "false",
        "final.min_clock_period_ns": 3.94,
    },
    "job": {
        "warning_count": 25,
        "max_cap_violations": 0,
    },
    "min_path": {
        "hp-start": "regQ0[12]",
        "hold_path_end": "data_out[12]$_DFF_P_",
        "hold_depth": 3,
        "hold_path.class": "in -> reg",
    },
    "placement": {
        "pre_cts_slack_ns": 2.60,
        "dpl_cell_area_sq_um": 7950,
        "place.detailed.hpwl_mm": 27.5,
        "gp_congestion": 0.935,
        "io_buffers": 412,
    },
    "outcome": {
        "status": "finished, final reports clean",
    },
}
## critical path: cells and delay by family
| kind | cells | cell delay (ns) |
|---|---|---|
| buffers and inverters | 2 | 0.84 |
| AND/OR/NAND/NOR | 3 | 1.54 |
| AND-OR/OR-AND | 2 | 0.30 |
## stage by stage
step / std cells / total power, mW
5_1_grt: 1201 / 0.859
6_report: 1202 / 0.818
3_5_place_dp: 1196 / 0.671
2_1_floorplan: 504 / 0.325
4_1_cts: 1200 / 0.827
3_3_place_gp: 1196 / 0.672
## power groups by stage
stage / combinational (mW) / clock, mW / sequential [mW]
4_1_cts: 0.500 / 0.157 / 0.170
5_1_grt: 0.530 / 0.158 / 0.171
6_report: 0.497 / 0.151 / 0.170
## layer usage
layer  GRT usage  up-vias
li1            -     2766
met1       0.255     2816
met2       0.336      322
met3      0.0531       29
met4      0.0189       12
met5           0        -
## logic make-up (layout without fill, tap and decap cells)
| family | Yosys count | in the layout | synth area share |
|---|---|---|---|
| other | 0 | 2 | 0 |
| muxes | 30 | 30 | 0.0922 |
| buffers and inverters | 68 | 440 | 0.100 |
| AOI/OAI and AO/OA | 274 | 274 | 0.528 |
| and+or+nand+nor | 108 | 108 | 0.146 |
| DFF | 24 | 24 | 0.133 |
## cells in the mapped netlist
cell type,count
a21oi_1,29
a21o_1,19
a22oi_1,96
buf_4,5
clkbuf_1,17
a211o_1,3
nor2b_1,9
nor2_1,29
buf_2,34
a31oi_1,13
nor4bb_1,3
inv_1,5
mux4_2,2
and2b_1,1
o32a_1,3
or2_1,1
dfxtp_1,24
nand2_1,27
o21ai_0,20
nor2_2,1
o32ai_1,1
nand3_1,9
buf_1,1
o22ai_1,54
mux2_2,6
buf_6,6
o22a_1,3
nor3b_2,1
and3b_1,1
nand3b_1,1
a32oi_1,3
nor3b_1,1
nand2b_1,3
a221oi_1,9
and2_1,3
nor3_1,16
a22o_1,21
mux2i_1,22
or3_1,1
or2_2,1
## final cells by class
type | instances | area [sq um] | area share
repair buffers | 431 | 4250 | 0.529
diodes | 2 | 5.00 | 0.000622
well taps | 324 | 405 | 0.0504
flip-flops and latches | 24 | 480 | 0.0597
inverters | 5 | 18.8 | 0.00233
multi-input cells | 412 | 2790 | 0.347
clock buffers | 4 | 88.8 | 0.0110
## how the worst max path moves through the flow
stage         startpoint                    to  slack [ns]  cells after the start
CTS           address[0]  data_out[10]$_DFF_P_        2.88                      7
finish        address[0]  data_out[18]$_DFF_P_        2.86                      7
global route  address[0]  data_out[12]$_DFF_P_        2.71                      7
No activity file was given, so power comes from the tool's default toggle rates.
